## flow/config.mk

```make
export PLATFORM = sky130hd
export DESIGN_NAME = Debounce_Switch
export DESIGN_NICKNAME = Debounce_Switch
export VERILOG_FILES = /design/flow/design.v
export SDC_FILE = /design/flow/constraint.sdc
export NUM_CORES = 4
export LEC_CHECK = 1
export CORE_AREA = 10 10 84 84
export DIE_AREA = 0 0 94 94
```

## flow/constraint.sdc

```tcl
current_design Debounce_Switch

set clk_period 2.4
set clk_io_pct 0.2

create_clock -name clk0 -period $clk_period [get_ports {i_Clk}]

set non_clock_inputs [all_inputs -no_clocks]
set_input_delay [expr $clk_period * $clk_io_pct] -clock clk0 $non_clock_inputs
set_output_delay [expr $clk_period * $clk_io_pct] -clock clk0 [all_outputs]
```

## flow/design.v

```verilog
module Debounce_Switch (input i_Clk, input i_Switch, output o_Switch);
  parameter c_DEBOUNCE_LIMIT = 250000;   
  reg [17:0] r_Count = 0;
  reg r_State = 1'b0;
  always @(posedge i_Clk)
  begin
    if (i_Switch !== r_State && r_Count < c_DEBOUNCE_LIMIT)
      r_Count <= r_Count + 1;
    else if (r_Count == c_DEBOUNCE_LIMIT)
    begin
      r_State <= i_Switch;
      r_Count <= 0;
    end 
    else
      r_Count <= 0;
  end
  assign o_Switch = r_State;
endmodule
```

## flow/run.sh

```bash
#!/bin/bash
# OpenROAD 26Q1-2900-gdf79404cd8, Yosys 0.63+post, stock flow scripts
make -C /OpenROAD-flow-scripts/flow DESIGN_CONFIG=/design/flow/config.mk WORK_HOME=/design/flow/orfs finish
```

==> reports/writeup.txt <==
The tools report the antenna cell count as 0. Clock skew on the completed layout was measured at 2.35 ps. In this run the worst setup path terminates at r_Count[16]. The transition time recorded at the tightest slew-check pin is 375 ps.

The routed design has 1560 µm of wire. The tools report the final cell count without fillers as 177. Per the post-CTS timing run, clock transition at the registers of the reported paths is 70 ps. The report puts the hold buffer count at CTS at 0. The combined area of all synthesized cells was 887 µm²; the proportion of power drawn by flip-flops and latches was 0.579. Endpoint of the most critical register-to-register path: r_Count[16].

OpenSTA lists the critical path startpoint as r_Count[0]. The clock period could shrink to 1660 ps. In this run the clock root is driven by a sky130_fd_sc_hd__clkbuf_8. Proportion of layout cells with a drive suffix above 1: 0.0935. TritonRoute output was used to compute an average wire per cell of 8.80 µm. With the I/O pin count at 3, the tally of OpenROAD warnings is 26.

The least setup slack across all paths after layout was 742 ps. Per the cell usage report, the commonest logic cells after layout are 24 x sky130_fd_sc_hd__nor2_1, 18 x sky130_fd_sc_hd__dfxtp_1, 13 x sky130_fd_sc_hd__xnor2_1. Synthesis handed over a netlist of 102 instances.

The run gives 675 as the total number of vias. The number of placed instances, taps included, is 173. According to the floorplan log, the row count is 26. Once the clock tree was built, the setup fixing pass inserted 0 buffers. The critical path endpoint has a required time of 2540 ps. The fraction of power spent switching nets came out at 0.211. The run gives 450 ps for the delay of the slowest cell on the worst path. Using the TritonRoute via totals, the vias-per-cell ratio works out to 3.81. The tools report the largest vdd supply drop as 145 µV. The tools report the total global routing track utilization as 0.0392.

The later pin in the worst-skew pair is clocked with a latency of 250 ps. In this run, CTS created clock tree buffers numbering 3. Recorded from the global router log, the overflow total was 0.

The worst slew margin relative to its limit was 0.748. The tools report the setup TNS as 0 ps. Per the synthesis report, the number of distinct cell types is 22. After legalization and detailed placement, the total HPWL measured 1080 µm.

The area recorded from the Yosys report for this design is 887 µm². The first detailed-routing pass took 4 iterations. For the largest buffer count on any clock path, the log shows 2. For the initial cell density of the core, the log shows 0.170. The final number of max-transition violations was 0. The script extracted a net switching power of 0.119 mW. The final weighted congestion in routability-driven placement came out at 0.800.

The clock share of power came out at 0.387. STA classifies the critical path endpoint as a flop. Entering global routing, the biggest net connects 19 pins. The tools report the cell count listed in synth_stat.txt as 102. Start of the worst register-to-register path: r_Count[0]. The number of flip-flops and latches in the synthesized netlist was 19; the power density over the cells was 547 mW/mm². The most instantiated logic cell after routing is sky130_fd_sc_hd__nor2_1. The chip occupies 0.00884 mm². The tools report the number of max-cap violations as 0.

Per the log, the first TritonRoute iteration ended with a DRC count of 41. The maximum fanout encountered on the critical timing path works out to 6. The setup path with the least slack is of type flop to flop. Classification of the worst-slack hold path: flop to flop. The ratio of final minimum period to clock period came out at 0.691. TritonCTS built the clock tree. The floorplan step set the die width to 94 µm. The count of buffers added on input and output ports is 2.

The synthesized area per cell came out at 8.70 µm². The number of nets with antenna violations after detailed routing was 0; the area of the core was 0.00520 mm². Startpoint class of the critical path: a flop. The logs give 0.440 for the sequential element share of the synthesized area and 1 for the tally of yosys warning messages. The first global-routing pass estimated 2910 µm of wire. The number of sinks driven by the clock tree is 19. Logic depth along the worst register-to-register path is recorded as 5. Among all stages on the critical path, the largest delay is contributed by sky130_fd_sc_hd__nor4_2.

Between the synthesized netlist and the finished layout, the area growth was recorded as 16.4%. After filler insertion, the fill cell instance count of the layout stands at 572. The run gives 675 for the via count of the first global-routing pass. Counting endpoints that fail hold in the final report gives 0. The signal on the critical path passes through ha_1, nand3_1, nor4_2, a31o_2, a21oi_1. The part of the power in combinational logic is 0.034, and the number of gates resized after CTS is 0.

The leakage power in the latest report is 0.297 nW. The flow ran to the end, and the final reports show no timing, DRC or antenna violations. Setup repair after global routing left no endpoint under its margin. Data arrives at the worst endpoint at 1800 ps.

The setup check on the worst reg-to-reg path leaves a slack of 740 ps. The run gives 771 ps as the post-placement setup slack. From bottom edge to top edge, the die measures 94 µm. The H-tree depth was 1; the highest clock rate was 603 MHz. The run gives 0 for the initial antenna violation count. Internal power comes to 0.446 mW. The final report lists the setup-violating endpoint count as 0.

The run gives 0 for the remaining routing DRC violations.
[final cells by class]
| cell class | count | area (µm²) | share of cell area |
|---|---|---|---|
| timing repair buffer | 3 | 27.5 | 0.0267 |
| tap | 70 | 87.6 | 0.0848 |
| inverter | 7 | 26.3 | 0.0255 |
| multi-input combinational | 74 | 454 | 0.440 |
| clock buffer | 3 | 41.3 | 0.0400 |
| sequential | 19 | 390 | 0.378 |
| clock inverter | 1 | 5.00 | 0.00485 |
[layer usage]
| metal | vias up | track usage | wire [µm] |
|---|---|---|---|
| li1 | 358 | - | - |
| met1 | 310 | 0.0538 | 830 |
| met2 | 5 | 0.0576 | 622 |
| met3 | 2 | 0.0153 | 92 |
| met4 | 0 | 0.00633 | 11 |
| met5 | - | 0 | 0 |
[worst min path at each step]
| stage | startpoint | to | slack [ps] | depth (start not counted) |
|---|---|---|---|---|
| 4_1_cts | r_Count[0] | r_Count[0] | 480 | 1 |
| 5_1_grt | r_Count[0] | r_Count[0] | 510 | 1 |
| 6_report | r_Count[0] | r_Count[0] | 480 | 1 |
[critical path, delay by kind of cell, from the launching register on]
family | cells | cell delay [ps]
AND/OR/NAND/NOR | 2 | 690
adder cells (fa/ha/maj) | 1 | 200
AND-OR/OR-AND | 2 | 260
flip-flops | 1 | 390
[logic make-up after synthesis]
group / after synthesis / share of synthesized area
DFF: 19 / 0.440
xor gates and xnor gates: 15 / 0.148
AOI/OAI and AO/OA: 5 / 0.0465
buffers and inverters: 9 / 0.0480
adders and majority gates: 2 / 0.0282
and+or+nand+nor: 52 / 0.289
[cell usage after synthesis, drive strengths merged]
library cell	n	area share
a31o	1	0.0099
nor4	6	0.049
dfxtp	18	0.41
a21oi	1	0.0056
inv	7	0.030
nor3	5	0.034
edfxtp	1	0.034
buf	2	0.018
xnor2	13	0.13
nand2	5	0.021
o31a	1	0.0099
xor2	2	0.020
a31oi	1	0.0071
nor2	24	0.10
nand3	5	0.028
o31ai	1	0.014
ha	2	0.028
or4	1	0.013
nand4	6	0.042
[state kept, by name, summed over array words and instances, names as in the netlist]
| register | flops |
|---|---|
| r_Count | 18 |
| r_State | 1 |
[per-stage QoR]
stage	hold WS, ps	power [mW]	util	area (µm²)
6_report	478	0.564	0.198	1030
3_5_place_dp	466	0.353	0.189	986
5_1_grt	514	0.594	0.198	1030
2_1_floorplan	437	0.347	-	887
3_3_place_gp	457	0.353	0.189	986
4_1_cts	483	0.573	0.198	1030
[power by group through the flow]
| stage | clock network [mW] | logic (mW) | registers (mW) |
|---|---|---|---|
| after global routing | 0.243 | 0.0231 | 0.327 |
| after CTS | 0.227 | 0.0194 | 0.327 |
| final | 0.219 | 0.0191 | 0.327 |
No activity file was given, so power comes from the tool's default toggle rates.
