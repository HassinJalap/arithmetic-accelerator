**design/flow/run.sh**
```bash
#!/bin/bash
# OpenROAD 26Q1-2900-gdf79404cd8, Yosys 0.63+post, stock flow scripts
make -C /OpenROAD-flow-scripts/flow DESIGN_CONFIG=/design/flow/config.mk WORK_HOME=/design/flow/orfs finish
```
**design/flow/config.mk**
```make
export PLATFORM = sky130hd
export DESIGN_NAME = carry_lookahead_adder_8b
export DESIGN_NICKNAME = carry_lookahead_adder_8b
export VERILOG_FILES = /design/flow/design.v
export SDC_FILE = /design/flow/constraint.sdc
export NUM_CORES = 4
export LEC_CHECK = 1
export CORE_AREA = 10 10 70 70
export DIE_AREA = 0 0 80 80
```
**design/flow/constraint.sdc**
```tcl
current_design carry_lookahead_adder_8b

set clk_period 4.8
set clk_io_pct 0.2

create_clock -name clk0 -period $clk_period

set non_clock_inputs [all_inputs -no_clocks]
set_input_delay [expr $clk_period * $clk_io_pct] -clock clk0 $non_clock_inputs
set_output_delay [expr $clk_period * $clk_io_pct] -clock clk0 [all_outputs]
```
**design/flow/design.v**
```verilog
`timescale 1ns / 1ps
module carry_lookahead_adder_4b #(
    parameter ADDER_WIDTH = 4
) (
    input   wire [ADDER_WIDTH-1:0] iA, iB,
    input   wire                   iCarryIn,
    output  wire [ADDER_WIDTH-1:0] oSum,
    output  wire                   oCarry
);
    wire [ADDER_WIDTH-1:0] wGen, wPropagate;
    partial_full_adder PFA1(
        .iA(iA[0]),
        .iB(iB[0]),
        .iCarryIn(iCarryIn),
        .oSum(oSum[0]),
        .oGen(wGen[0]),
        .oPropagate(wPropagate[0])
    );
    partial_full_adder PFA2(
        .iA(iA[1]),
        .iB(iB[1]),
        .iCarryIn(wCarry[0]),  
        .oSum(oSum[1]),
        .oGen(wGen[1]),
        .oPropagate(wPropagate[1])
    );
    partial_full_adder PFA3(
        .iA(iA[2]),
        .iB(iB[2]),
        .iCarryIn(wCarry[1]),  
        .oSum(oSum[2]),
        .oGen(wGen[2]),
        .oPropagate(wPropagate[2])
    );
    partial_full_adder PFA4(
        .iA(iA[3]),
        .iB(iB[3]),
        .iCarryIn(wCarry[2]),  
        .oSum(oSum[3]),
        .oGen(wGen[3]),
        .oPropagate(wPropagate[3])
    );
    wire [ADDER_WIDTH-2:0] wCarry;
    assign wCarry[0] = wGen[0] | (wPropagate[0] & iCarryIn);
    assign wCarry[1] = wGen[1] | (wPropagate[1] & wGen[0]) | (wPropagate[1] & wPropagate[0] & iCarryIn);
    assign wCarry[2] = wGen[2] | (wPropagate[2] & wGen[1]) | (wPropagate[2] & wPropagate[1] & wGen[0]) | (wPropagate[2] & wPropagate[1] & wPropagate[0] & iCarryIn);
    assign oCarry    = wGen[3] | (wPropagate[3] & wGen[2]) | (wPropagate[3] & wPropagate[2] & wGen[1]) | (wPropagate[3] & wPropagate[2] & wPropagate[1] & wGen[0]) | (wPropagate[3] & wPropagate[2] & wPropagate[1] & wPropagate[0] & iCarryIn); 
endmodule
`timescale 1ns / 1ps
module carry_lookahead_adder_8b (
    input   wire [7:0] iA, iB,
    input   wire                   iCarryIn,
    output  wire [7:0] oSum,
    output  wire                   oCarry
);
    wire w_oCarry;
    carry_lookahead_adder_4b CLA1(.iA(iA[3:0]), .iB(iB[3:0]), .iCarryIn(iCarryIn), .oSum(oSum[3:0]), .oCarry(w_oCarry));
    carry_lookahead_adder_4b CLA2(.iA(iA[7:4]), .iB(iB[7:4]), .iCarryIn(w_oCarry), .oSum(oSum[7:4]), .oCarry(oCarry));
endmodule
`timescale 1ns / 1ps
module partial_full_adder(
    input   wire iA, iB,
    input   wire iCarryIn,
    output  wire oSum, oGen, oPropagate
    );
assign oSum = iA ^ iB ^ iCarryIn;
assign oGen = iA & iB;
assign oPropagate = iA | iB;
endmodule
```
==> results.ini <==
[run_status]
status = finished clean

[flow_run]
drv_cap = 0
warning_count = 42

[cts]
ctsHoldBuffers = 0
cts_resized = 0
post-cts-setup-buffers = 0

[worst_hold_path]
whs_path_depth = 5
min_path_type = input pin to primary output

[grt]
first_global_vias = 467
grt_max_degree = 4
grt_overflow = 0
grt_pass1_wl_mm = 1.90
grtUsageTotal_pct = 3.54
antenna_found_initial = 0

[finish]
final_area_um2 = 822
ff_latch_area_um2 = 0
layout.cells.most_common = clkdlybuf4s50_1
clockBufferCount = 0
layout_top_cells = 26 x clkdlybuf4s50_1, 19 x inv_1, 16 x ha_1
drive_above_1_share_pct = 8.14
syn_to_final_growth_pct = 45.7
finalNonFillerCells = 132
ff_count = 0

[final_timing]
setup_violations = 0
finalMaxSlewViolations = 0
finalSetupTns_ps = 0
relSlewSlack_pct = 85.5
setup_ws_ps = 815
timing.fmax_mhz = 251
finalHoldViolations = 0
fin_crit_ps = 3980
worst_pin_slew_ps = 215
rsz0062_at_grt = false
finalClockPeriodUsage_pct = 83.0

[logic_synthesis]
yosys_area_um2 = 564
yosysWarnings = 0
ys_seq_share_pct = 0
synthDistinctLibCells = 20
synth.yosys.num_cells = 68
syn_inst = 68
synth_area_per_cell_um2 = 8.30
syn_area_um2 = 564

[place]
dp_hpwl_mm = 1.17
placedCellCount = 132
postPlaceCellArea_um2 = 822
gp_congestion = 0.759
place_ws_ps = 775
portBuffers = 26

[die]
die_area_um2 = 6400
die_w_um = 80
fp_util_pct = 16.5
num_rows = 21
die_h_um = 80
io_pins = 26
core_area_um2 = 3420

[drt]
drc_errors = 0
drtAntennaViolNets = 0
wirelength_mm = 1.20
vias = 433
routedWlPerCell_um = 9.08
diodes = 0
first_pass_iters = 4
routed_via_density = 3.28
drtIter0Drc = 8

[critical_path]
cp.arrival_ps = 3020
max_stage_delay_ps = 490
path_cells = clkdlybuf4s50_1, inv_1, ha_1, nor2b_4, o21ai_2, nand3b_1, fa_1, xor2_1, clkdlybuf4s50_1
cpMaxStageDelayCell = clkdlybuf4s50_1
critPathKind = input pin to primary output
worst_setup_path_end_kind = primary output
critPathRequiredTime_ps = 3840
path_max_fanout = 3
startpoint_type = input pin
worst_path_most_repeated_cell = clkdlybuf4s50_1

[power]
p_per_area_nw_per_um2 = 101
p_leak_nw = 0.405
ir_drop_uv = 25.1
p_total_mw = 0.0829

[critical path, delay by kind of cell]
kind,cells,cell delay [ps]
buf+inv,3,1020
simple gates,2,160
compound gates,1,140
fa+ha+maj,2,580
xor+xnor,1,150
[cell families after synthesis]
logic type                 share of synthesized area, %
AOI/OAI and AO/OA                                  15.1
xor gates and xnor gates                           9.31
adders and majority gates                          42.6
buffers and inverters                              23.3
and+or+nand+nor                                    9.76
[through the flow]
step,hold WS [ps],utilization [%]
2_1_floorplan,2100,-
3_3_place_gp,2990,24.1
3_5_place_dp,3010,24.1
4_1_cts,3020,24.1
5_1_grt,3060,24.1
6_report,2990,24.1
[where the power goes]
part	internal (mW)	leakage (nW)	switching, mW
Clock	0	0	0
Sequential	0	0	0
Combinational	0.0562	0.405	0.0267
[path summary, 6_finish.rpt]
| path | from | endpoint | slack [ps] |
|---|---|---|---|
| max | iA[0] | oSum[5] | 820 |
| min | iCarryIn | oSum[0] | 2990 |
[routing by layer]
metal | track usage (%) | vias up | wire (µm)
li1 | - | 236 | -
met1 | 3.99 | 185 | 533
met2 | 6.50 | 12 | 566
met3 | 1.36 | 0 | 97
met4 | 0 | 0 | 0
met5 | 0 | - | 0
[Yosys cell counts (all sizes together)]
| master | count | area, µm² |
|---|---|---|
| nor2b | 2 | 20.0 |
| nand2b | 1 | 6.26 |
| nor3 | 1 | 5.00 |
| inv | 19 | 71.3 |
| nand3b | 1 | 7.51 |
| a31o | 1 | 8.76 |
| o21bai | 4 | 37.5 |
| ha | 16 | 200 |
| nor2 | 1 | 3.75 |
| buf | 8 | 60.1 |
| a21oi | 2 | 17.5 |
| xnor2 | 4 | 35.0 |
| o21ai | 1 | 8.76 |
| xor2 | 2 | 17.5 |
| and2b | 1 | 7.51 |
| fa | 2 | 40.0 |
| nand3 | 1 | 5.00 |
| a211oi | 1 | 12.5 |
[area by class of cell]
type               instances  area (µm²)
fillers                  383        2590
well taps                 46        57.6
repair buffers            26         260
inverters                 19        71.3
multi-input cells         41         433
No activity file was given, so power comes from the tool's default toggle rates.
